--- design/flow/design.v ---
module MSRR82(input clk,rst,input [7:0]sln,PI,input [1:0]mode,output logic [7:0]PO);
       always @(posedge clk,posedge rst)begin
             if(rst)	
		PO<=7'b0;
             else
		case(mode)
		     2'b00: PO<={PI[7:0]};
                     2'b01: PO<={PI[0],PI[7:1]};
                     2'b10: PO<={PI[1:0],PI[7:2]};
                     2'b11: PO<=sln;
		endcase
	end
endmodule
--- design/flow/run.sh ---
#!/bin/bash
# OpenROAD 26Q1-2900-gdf79404cd8, Yosys 0.63+post, stock flow scripts
make -C /OpenROAD-flow-scripts/flow DESIGN_CONFIG=/design/flow/config.mk WORK_HOME=/design/flow/orfs finish
--- design/flow/config.mk ---
export PLATFORM = sky130hd
export DESIGN_NAME = MSRR82
export DESIGN_NICKNAME = MSRR82
export VERILOG_FILES = /design/flow/design.v
export SDC_FILE = /design/flow/constraint.sdc
export NUM_CORES = 4
export LEC_CHECK = 1
export CORE_AREA = 10 10 70 70
export DIE_AREA = 0 0 80 80
--- design/flow/constraint.sdc ---
current_design MSRR82

set clk_period 1.0
set clk_io_pct 0.2

create_clock -name clk0 -period $clk_period [get_ports {clk}]

set non_clock_inputs [all_inputs -no_clocks]
set_input_delay [expr $clk_period * $clk_io_pct] -clock clk0 $non_clock_inputs
set_output_delay [expr $clk_period * $clk_io_pct] -clock clk0 [all_outputs]
==> flow_summary.ini <==
; synthesis and place-and-route metrics
[status]
outcome = finished clean

[final_timing]
holdWs_ns = 0.205
setup_viol = 0
setup_ws_ns = 0.0346
max_freq_mhz = 1040
period_used_pct = 96.5
layout_min_cycle_time_ns = 0.965
worst_pin_slew_ns = 0.285
slew_violations = 0
hold_viol = 0
relSlewSlack_pct = 81.0
rsz0062_at_grt = no

[drt]
drc = 0
wl_met3_um = 167
dr.pass1.iters = 3
ant_nets = 0
vias_per_cell = 3.19
totalWireLength_mm = 1.21
drt_iter0_drc = 3
antenna_cells = 0
vias = 309
routedWlPerCell_um = 12.5
wl_met1_um = 669
highest_layer = met4
wl_met2_um = 341

[placed_design]
pre_cts_ws_ns = -0.488
place_congestion = 0.773
portBuffers = 27

[cells_and_area]
syn_to_final_growth_pct = 81.8
largestRegisters = PO: 8 flops
drive_gt1_share_pct = 45.1
final_util_pct = 21.6
final_cell_mix = clkdlybuf4s50_1 (9), dfrtp_1 (8), mux4_2 (8), dlygate4sd2_1 (6)
layout_top_cell = clkdlybuf4s50_1
regMostFlops = PO
largest_reg_flops = 8

[worst_setup_path]
end_kind = flip-flop
startpoint_type = input pin
slowest_delay_ns = 0.47
crit_start = sln[4]
worstSetupPathType = input pin to flip-flop
worst-path-buf-inv = 1
slowest_stage = mux4_2
crit_fanout = 1
worst_ep_required_time_ns = 1.11
crit_chain = clkdlybuf4s50_1 > mux4_2
arrival_ns = 1.08
critPathTopFamily = multiplexers

[logic_synthesis]
yosysWarnings = 1
ys_seq_share_pct = 49.2
synth_area_per_cell_um2 = 21.4
ys_area_um2 = 407
yosysTopAreaCell = dfrtp_1
syn_inst = 19
synthDistinctLibCells = 4
top_cells_by_area = dfrtp_1 (49%), mux4_2 (44%), buf_6 (5.5%), inv_1 (0.92%)
netlist_area_um2 = 407
synth_flops = 8
top_area_share_pct = 49.2
ys_cells = 19

[clock_network]
cts_sinks = 8
clkSlewWorstSetupHoldPaths_ns = 0.05
clock-root-buffer = clkbuf_4
cts_inserted_buffers = 3
cts_tree = built
cts_hold_buffers = 0
clk_path_buf_depth = 2
htree_levels = 1

[power]
p_total_mw = 0.794
powerDensity_nw_per_um2 = 1070
p_leak_nw = 0.338
combPwrFrac_pct = 24.9
p_sw_mw = 0.161
ir_drop_mv = 0.235
seqPwrFrac_pct = 46.2
clkPwrFrac_pct = 28.9
p_int_mw = 0.633
power.switching_fraction_pct = 20.2

[grt]
track_usage_pct = 3.82
antenna_found_initial = 0
grt_start_max_net_pins = 9
grt_pass1_vias = 414
grt_overflow_total = 0
grt_pass1_wl_mm = 1.98

[floorplan]
core_um2 = 3420
rows = 21
io_pins = 28
fp_util_pct = 11.9
chipArea_um2 = 6400
die_h_um = 80
die_w_um = 80

[run]
warning_count = 25
maxCapViolCount = 0

[min_path]
hp-class = input pin to asynchronous set/reset pin
[cells by family after synthesis]
kind of cell / share of synthesized area (%)
buffers and inverters: 6.46
flip-flops: 49.2
multiplexers: 44.3
[cell usage after synthesis]
cell type / count
mux4_2: 8
buf_6: 2
inv_1: 1
dfrtp_1: 8
[power by group through the flow]
stage         logic (mW)  clock network (mW)  registers (mW)
CTS                0.212               0.244           0.367
global route       0.219               0.273           0.368
finish             0.197               0.229           0.367
[per-stage QoR]
stage	TNS (ns)	area, µm²	cells
floorplan	0	407	19
global placement	-3.76	747	93
detailed placement	-3.78	747	93
CTS	0	749	97
global route	0	739	97
finish	0	739	97
[path summary, 6_finish.rpt]
check | to | slack, ns | cells past startpoint
max | PO[4] | 0.03 | 2
min | PO[5] | 0.20 | 2
max in group asynchronous | PO[3] | 0.58 | 2
min in group clk0 | PO[1] | 0.34 | 2
[area by class of cell]
cell class	count	area [µm²]
Timing Repair Buffer	31	275
Fill cell	375	2680
Clock buffer	3	22.5
Tap cell	46	57.6
Sequential cell	8	200
Inverter	1	3.75
Multi-Input combinational cell	8	180
[metal layers]
metal | vias up | global-route usage, %
li1 | 143 | -
met1 | 137 | 5.66
met2 | 27 | 3.85
met3 | 2 | 2.73
met4 | 0 | 1.58
met5 | - | 0
[timing repair]
action                     in CTS  in global routing
setup endpoints to repair      16                 11
gates resized                  26                  8
setup buffers                   1                  0
